==> design/flow/run.sh <==
#!/bin/bash
# OpenROAD 26Q1-2900-gdf79404cd8, Yosys 0.63+post, stock flow scripts
make -C /OpenROAD-flow-scripts/flow DESIGN_CONFIG=/design/flow/config.mk WORK_HOME=/design/flow/orfs finish
==> design/flow/config.mk <==
export PLATFORM = sky130hd
export DESIGN_NAME = alu32
export DESIGN_NICKNAME = alu32
export VERILOG_FILES = /design/flow/design.v
export SDC_FILE = /design/flow/constraint.sdc
export NUM_CORES = 4
export LEC_CHECK = 1
export CORE_UTILIZATION = 30
==> design/flow/constraint.sdc <==
current_design alu32

set clk_period 26.1
set clk_io_pct 0.2

create_clock -name clk0 -period $clk_period

set non_clock_inputs [all_inputs -no_clocks]
set_input_delay [expr $clk_period * $clk_io_pct] -clock clk0 $non_clock_inputs
set_output_delay [expr $clk_period * $clk_io_pct] -clock clk0 [all_outputs]
==> design/flow/design.v <==
module alu32(
	result,  
	v_flag,  
	n_flag,  
	z_flag,  
	op1,  
	op2,  
	alu_control_code,
	zout  
);
input [31:0] op1, op2;
input [3:0] alu_control_code;
output [31:0] result;
output v_flag, n_flag, z_flag, zout;
reg [31:0] result;
reg [31:0] subtracted_value;
reg v_flag, n_flag, z_flag, zout;
always @(op1 or op2 or alu_control_code)
begin
	case(alu_control_code)
	4'b0000: result = op1 & op2;
	4'b0001: result = op1 | op2;
	4'b0010: begin
		result = op1 + op2;
		v_flag = (op1[31] == op2[31]) && (result[31] != op1[31]);
		n_flag = result[31];
	end
	4'b0110: begin
		result = op1 + 1 + (~op2);
		v_flag = (op1[31] != op2[31]) && (result[31] != op1[31]);
		n_flag = result[31];
	end
	4'b0111: begin
		subtracted_value = op1 + 1 + (~op2);
		if (subtracted_value[31]) result = 1;
		else result = 0;
	end
	4'b1001: result = ~(op1 | op2);
	4'b1100: result = ~(op1 & op2);
	4'b1101: result = op1 ^ op2;
	4'b1111: result = result;
	default: result=31'bx;
	endcase
	z_flag = ~(|result);
	zout = ~(|result);
end
endmodule
==> flow_metrics.py <==
# Auto-generated metrics
metrics = {
    "worst_setup_path": {
        "worstPathBufferInverterCount": 3,
        "cp-startpoint": "alu_control_code[2]",
        "timing.critical_path.slowest_cell_delay_ps": 1020,
        "worst_path_class_setup": "input pin to output port",
        "worstSetupEndpointType": "output port",
        "worst-endpoint-arrival_ps": 10850,
        "critical_path.slowest_cell": "sky130_fd_sc_hd__clkdlybuf4s50_1",
        "critical_path_peak_fanout": 22,
        "critical_path.cell_chain": "clkdlybuf4s50_1, nor2_1, nand3_1, buf_4, o2bb2ai_1, a211oi_1, o21ai_1, or4_1, or4_1, or4b_1, nor4_1, nand4bb_1, nor4_2, clkdlybuf4s50_1",
        "worstPathRequired_ps": 20880,
        "top_delay_family_on_crit_path": "simple AND/OR/NAND/NOR gates",
        "worstSetupStartpointType": "input pin",
    },
    "floorplan": {
        "io-pin-count": 104,
        "placeable_core_region_um2": 22000,
        "die.size.x_um": 152,
        "floorplan.initialDensity_pct": 30.8,
        "std_cell_rows": 54,
        "die_y_um": 152,
        "die_area_um2": 23200,
    },
    "global_routing": {
        "maximum_number_of_pins_on_one_net_before_global_route_repair": 36,
        "number_of_global_route_vias_before_repair": 7446,
        "antenna_found_initial": 0,
        "globalRoute.totalOverflow": 0,
        "grt_util_all_layers_pct": 23.6,
        "grt_pass1_wl_um": 42800,
    },
    "detailed_routing": {
        "diodes": 0,
        "postRouteAntennaNets": 0,
        "route.detailed.vias_per_inst": 5.75,
        "drt-wirelength-per-cell_um": 20.0,
        "detail_route.drc_violations": 0,
        "drt_iter0_markers": 771,
        "vias": 7848,
        "first_pass_iters": 26,
        "finalWirelength_um": 27300,
    },
    "hold_path": {
        "worst_hold_path_type": "input pin to output port",
        "min_delay_worst_endpoint": "zout",
        "holdCritStartpoint": "alu_control_code[1]",
        "count_of_cells_along_the_worst_hold_path": 6,
    },
    "clock_network": {
        "post_cts_buffers": 0,
        "cts_resized": 0,
        "cts-hold-fix-buffers": 0,
    },
    "placement": {
        "placed_area_um2": 8080,
        "gp_congestion": 0.961,
        "hpwlAfterDp_um": 21300,
        "port_buffers": 104,
    },
    "job": {
        "stage_log_warnings": 101,
        "drv.max_cap_violation_count": 0,
    },
    "cells_and_area": {
        "final_area_um2": 8080,
        "layout_area_growth_over_synthesis_pct": 19.0,
        "layout_top_cells": "104 x sky130_fd_sc_hd__clkdlybuf4s50_1, 101 x sky130_fd_sc_hd__ha_1, 98 x sky130_fd_sc_hd__nor2_1",
        "layout_top_cell": "sky130_fd_sc_hd__clkdlybuf4s50_1",
        "final_layout_size_suffix_gt1_share_pct": 4.05,
    },
    "synth": {
        "ys_async_sr_fraction_pct": 0,
        "synth.cell_area_um2": 6790,
        "netlist.area_leader.share_pct": 18.6,
        "synth.yosys.chip_area_um2": 6790,
        "synth_top_cell_by_area": "sky130_fd_sc_hd__ha_1",
        "postSynthRegisterBits": 34,
        "netlist_top_cells_area": "sky130_fd_sc_hd__ha_1 19%, sky130_fd_sc_hd__dlxtp_1 7.1%, sky130_fd_sc_hd__a21oi_1 6.7%",
        "yosys.cell_types.count": 84,
        "yosys_most_used_dff": "sky130_fd_sc_hd__dlxtp_1",
        "syn_inst": 1029,
        "synth-edff-count": 0,
        "mean_instance_size_in_the_synthesized_netlist_um2": 6.60,
        "yosysCellCount": 1029,
        "synth.yosys.warnings": 33,
    },
    "timing": {
        "relSlewSlack_pct": 41.2,
        "worst_slew_pin_slew_ps": 871,
        "untimed_endpoints": 68,
        "max_clock_freq_mhz": 62.2,
        "final.setup.tns_ps": 0,
        "setup_repair_after_global_routing_missed_its_margin": "no",
        "finalCriticalPeriod_ps": 16070,
        "report.final.setup_viol": 0,
        "slew_viol_final": 0,
        "min_period_over_period_pct": 61.6,
        "count_of_unclocked_register_or_latch_pins": 34,
        "report.final.hold_viol_count": 0,
    },
    "pwr": {
        "power.density_cell_area_nw_per_um2": 21.7,
        "p_leak_nw": 3.50,
        "totalPowerFinal_mw": 0.175,
        "vdd_drop_max_mv": 0.00605,
    },
    "outcome": {
        "outcome": "complete, no violations",
    },
}
==> where the power goes <==
| group | total [mW] | switching [mW] | internal [mW] | leakage [nW] |
|---|---|---|---|---|
| clock network | 0 | 0 | 0 | 0 |
| registers | 0.0164 | 0.00634 | 0.0101 | 0.264 |
| logic | 0.159 | 0.0914 | 0.0674 | 3.23 |
==> synthesized netlist by cell type, types with 4 or more instances <==
cell type / n
sky130_fd_sc_hd__a211o_1: 4
sky130_fd_sc_hd__nor2_1: 98
sky130_fd_sc_hd__o31ai_1: 8
sky130_fd_sc_hd__ha_1: 101
sky130_fd_sc_hd__nor3_1: 42
sky130_fd_sc_hd__o21bai_1: 10
sky130_fd_sc_hd__nand2b_1: 6
sky130_fd_sc_hd__o21ai_0: 76
sky130_fd_sc_hd__a21oi_1: 91
sky130_fd_sc_hd__buf_2: 11
sky130_fd_sc_hd__nor4_1: 8
sky130_fd_sc_hd__and3_1: 11
sky130_fd_sc_hd__o21ai_1: 5
sky130_fd_sc_hd__mux2i_1: 11
sky130_fd_sc_hd__o2111ai_1: 6
sky130_fd_sc_hd__a31oi_1: 12
sky130_fd_sc_hd__nand3_1: 33
sky130_fd_sc_hd__dlxtp_1: 32
sky130_fd_sc_hd__a221o_1: 6
sky130_fd_sc_hd__nor2b_1: 9
sky130_fd_sc_hd__o211ai_1: 12
sky130_fd_sc_hd__nand2_1: 82
sky130_fd_sc_hd__xor2_1: 4
sky130_fd_sc_hd__o221ai_1: 5
sky130_fd_sc_hd__or4_1: 5
sky130_fd_sc_hd__a221oi_1: 11
sky130_fd_sc_hd__a21o_1: 12
sky130_fd_sc_hd__or2_2: 6
sky130_fd_sc_hd__a211oi_1: 16
sky130_fd_sc_hd__clkbuf_1: 49
sky130_fd_sc_hd__o31a_1: 6
sky130_fd_sc_hd__xnor2_1: 14
sky130_fd_sc_hd__nor3b_1: 5
sky130_fd_sc_hd__or3_1: 10
sky130_fd_sc_hd__inv_1: 96
sky130_fd_sc_hd__a2111oi_0: 4
sky130_fd_sc_hd__a22oi_1: 17
sky130_fd_sc_hd__nand4_1: 8
sky130_fd_sc_hd__o22ai_1: 6
==> layout make-up <==
cell class / count / area, µm²
flip-flops and latches: 34 / 510
repair buffers: 123 / 1180
well taps: 280 / 350
inverters: 97 / 364
fillers: 2347 / 13900
multi-input cells: 832 / 5670
==> worst max path at each step <==
stage	endpoint	slack, ps	cells after the start
4_1_cts	z_flag	10090	14
6_report	z_flag	10030	14
5_1_grt	z_flag	9760	14
==> cell families after synthesis <==
group,synth area share (%)
xor+xnor,2.32
fa+ha+maj,19.2
latches,7.52
buf+inv,9.49
simple gates,25.3
compound gates,34.2
mux,1.95
==> metrics by stage <==
stage                     util (%)  worst slack [ps]  hold WS, ps  std cells
after CTS                     36.7             10090        11880       1366
final                         36.7             10030        11890       1366
after global placement        36.7             10260        11890       1366
after global routing          36.7              9760        12050       1366
after detailed placement      36.7             10120        11880       1366
after floorplan                  -             12280        10930       1029
==> sequential cells by signal (all words and copies together), names as in the netlist <==
register and count:
v_flag 1, n_flag 1, result 32
==> layer usage <==
metal	GRT usage, %	vias up	share of wire, %
li1	-	3857	-
met1	34.2	3629	46
met2	38.1	327	45
met3	2.81	35	7.0
met4	4.33	0	1.8
met5	0	-	0
No activity file was given, so power comes from the tool's default toggle rates.
