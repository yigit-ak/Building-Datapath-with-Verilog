==> flow/design.v <==
module newmult4_to_1_32(out, i0, i1, i2, i3, s0, s1);
output [31:0] out;
input [31:0] i0, i1, i2, i3;
input s0, s1;
assign out = (s1 == 0 && s0 == 0) ? i0 :
             (s1 == 0 && s0 == 1) ? i1 :
             (s1 == 1 && s0 == 0) ? i2 :
                                    i3;
endmodule
==> flow/run.sh <==
#!/bin/bash
# OpenROAD 26Q1-2900-gdf79404cd8, Yosys 0.63+post, stock flow scripts
make -C /OpenROAD-flow-scripts/flow DESIGN_CONFIG=/design/flow/config.mk WORK_HOME=/design/flow/orfs finish
==> flow/config.mk <==
export PLATFORM = sky130hd
export DESIGN_NAME = newmult4_to_1_32
export DESIGN_NICKNAME = newmult4_to_1_32
export VERILOG_FILES = /design/flow/design.v
export SDC_FILE = /design/flow/constraint.sdc
export NUM_CORES = 4
export LEC_CHECK = 1
export CORE_AREA = 10 10 76 76
export DIE_AREA = 0 0 86 86
==> flow/constraint.sdc <==
current_design newmult4_to_1_32

set clk_period 5.2
set clk_io_pct 0.2

create_clock -name clk0 -period $clk_period

set non_clock_inputs [all_inputs -no_clocks]
set_input_delay [expr $clk_period * $clk_io_pct] -clock clk0 $non_clock_inputs
set_output_delay [expr $clk_period * $clk_io_pct] -clock clk0 [all_outputs]
==> Slide: Implementation Results <==
Physical Implementation Snapshot

Routing
  – Via Count: 1125
  – Vias per cell: 4.57
  – Antenna cells: 0
  – DRC: 0
  – Iteration-0 DRC Markers: 3
  – Antenna-violating nets left: 0
  – TritonRoute pass-1 iters: 4
  – Routed WL: 5.42 mm
  – Wire per inst: 22.0 um

Floorplan
  – Die X: 86 um
  – FP Util: 19.9%
  – Core area: 4120 sq um
  – IO Count: 162
  – Height of the die: 86 um
  – Std-Cell Rows: 23
  – Die ar.: 7400 sq um

Global route
  – Initial antenna violation count: 0
  – GR Layer Usage met2: 25.8%
  – Busiest grt layer: met2
  – Largest net degree at the start of global routing: 22
  – GRT Util Overall: 13.7%
  – Global-route wire length before repair: 7.76 mm
  – Grt met3 use: 6.58%
  – GRT overflow: 0
  – Number of global-route vias before repair: 1339
  – Global Route met1 Usage: 14.0%

Place
  – PortBufs: 162
  – RePlAce Congestion: 0.938
  – DP Wirelength: 5.11 mm

Job
  – MaxCap Viol Count: 0
  – Number of logged tool warnings: 33

Pwr
  – Pwr Density: 82.1 nW/um^2
  – Logic pwr share: 100.0%
  – Lkg Pwr: 0.856 nW
  – Switching pwr: 0.0000357 W
  – Switching Share: 18.0%
  – Clk pwr share: 0%
  – Cell-internal power: 0.000163 W
  – Sequential share of power: 0%
  – Worst vdd ir: 41.4 uV

Final timing
  – Slew HR: 65.1%
  – Max Transition Viols Final: 0
  – Hold Slack: 3090 ps
  – Actual slew at the worst max-slew pin: 522 ps
  – Hold Fails Final Rpt: 0
  – Final Cycle Share: 77.9%
  – Max Freq: 247 MHz
  – RSZ-0062 raised after global routing: no
  – TNS Setup: 0 ps
  – Min Tclk post-route: 4050 ps
  – Setup Viol. Count Final: 0

Synth
  – Cell area after synthesis: 818 sq um
  – Cell accounting for the most synthesized area: mux4_2
  – Cells in synth_stat.txt: 40
  – Syn Inst Count: 40
  – Area share, top type: 82.6%
  – Chip area in the Yosys report: 818 sq um
  – Yosys warning count: 0
  – Mean Syn Cell Area: 20.5 sq um
  – Post-synthesis sequential area ratio: 0%
  – Unique cell types: 6
  – Cell area leaders: mux4_2, buf_12, mux4_1

Worst setup path
  – Critical Path AT: 3010 ps
  – Crit start category: primary input
  – Req. time, crit path: 4160 ps
  – Type of the worst setup path: in -> out
  – Crit-path max FO: 21
  – Worst setup EP type: output pin

Clocking
  – PostCTS Resize Cnt: 0
  – Number of setup buffers added after CTS: 0
  – Hold buffer count at cts: 0

Worst hold path
  – Worst Hold Class: in -> out

Finish
  – Flop count: 0
  – Most common logic cell in the routed design: clkdlybuf4s50_1
  – # clk buffers: 0
  – Fill cell count: 350
  – Reg area: 0 sq um
  – Area added between synthesis and finish: 196%
  – Commonest cells after routing, fill and taps aside: clkdlybuf4s50_1, mux4_2, mux4_1, buf_4, buf_2
  – Share of cells above drive strength 1: 16.8%

Run status
  – Outcome: finished, final reports clean
path summary, 6_finish.rpt:
kind / from / end / slack (ps) / depth (start not counted)
setup / recovery: s1 / out[3] / 1150 / 4
hold / removal: s0 / out[30] / 3090 / 3
Yosys cell counts:
library cell  count
buf_6             1
mux4_2           30
clkbuf_1          1
buf_12            3
buf_2             3
mux4_1            2
metrics by stage:
| stage | cell area (sq um) | setup slack (ps) | util, % | std cells | total power, W |
|---|---|---|---|---|---|
| floorplan | 818 | 2400 | - | 40 | 0.0000548 |
| global placement | 2420 | 1110 | 58.9 | 246 | 0.000201 |
| detailed placement | 2420 | 1090 | 58.9 | 246 | 0.000202 |
| CTS | 2420 | 1100 | 58.9 | 246 | 0.000203 |
| global route | 2420 | 1030 | 58.9 | 246 | 0.000213 |
| finish | 2420 | 1150 | 58.9 | 246 | 0.000199 |
cells by family (layout without fill, tap and decap cells):
group                  count (synthesis)  after routing  share of synthesized area, %
buffers and inverters                  8            164                          11.0
muxes                                 32             32                          89.0
final cells by class:
cell class / instances / area (sq um) / area share (%)
multi-input cells: 32 / 728 / 30.1
repair buffers: 164 / 1630 / 67.4
well taps: 50 / 62.6 / 2.58
per-layer routing:
layer,share of wire (%),wire length [um]
met5,0,0
met1,31,1700
met4,0,0
met2,56,3030
met3,13,684
worst max-delay path, cell delays in order:
cell	delay, ps
clkdlybuf4s50_1	800
buf_4	380
mux4_2	340
clkdlybuf4s50_1	450
power by group through the flow:
stage,registers [W],logic (W),clock network (W)
CTS,0,0.000203,0
global route,0,0.000213,0
finish,0,0.000199,0
Power figures rest on the tool's default switching activity, not on a simulated workload.
