File: design/flow/run.sh
#!/bin/bash
# OpenROAD 26Q1-2900-gdf79404cd8, Yosys 0.63+post, stock flow scripts
make -C /OpenROAD-flow-scripts/flow DESIGN_CONFIG=/design/flow/config.mk WORK_HOME=/design/flow/orfs finish
File: design/flow/config.mk
export PLATFORM = sky130hd
export DESIGN_NAME = newmult8_to_1_32
export DESIGN_NICKNAME = newmult8_to_1_32
export VERILOG_FILES = /design/flow/design.v
export SDC_FILE = /design/flow/constraint.sdc
export NUM_CORES = 4
export LEC_CHECK = 1
export CORE_AREA = 10 10 131 131
export DIE_AREA = 0 0 141 141
File: design/flow/constraint.sdc
current_design newmult8_to_1_32

set clk_period 9.9
set clk_io_pct 0.2

create_clock -name clk0 -period $clk_period

set non_clock_inputs [all_inputs -no_clocks]
set_input_delay [expr $clk_period * $clk_io_pct] -clock clk0 $non_clock_inputs
set_output_delay [expr $clk_period * $clk_io_pct] -clock clk0 [all_outputs]
File: design/flow/design.v
module newmult8_to_1_32(out, i0, i1, i2, i3, i4, i5, i6, i7, s0, s1, s2);
output [31:0] out;
input [31:0] i0, i1, i2, i3, i4, i5, i6, i7;
input s0, s1, s2;
assign out = (s2 == 0 && s1 == 0 && s0 == 0) ? i0 :
             (s2 == 0 && s1 == 0 && s0 == 1) ? i1 :
             (s2 == 0 && s1 == 1 && s0 == 0) ? i2 :
             (s2 == 0 && s1 == 1 && s0 == 1) ? i3 :
             (s2 == 1 && s1 == 0 && s0 == 0) ? i4 :
             (s2 == 1 && s1 == 0 && s0 == 1) ? i5 :
             (s2 == 1 && s1 == 1 && s0 == 0) ? i6 :
                                               i7;
endmodule
==> impl_metrics.tcl <==
# yosys + openroad results
set metrics [dict create \
    irDropWorstVdd_mv 0.01740 \
    grt_overflow_total 0 \
    cp_data_required_time_ps 7920 \
    chipArea_um2 19880 \
    final_cells 745 \
    io_pins 291 \
    first_pass_iters 5 \
    design.core.area_um2 14420 \
    ys_warn_count 0 \
    cp_slowest_cell "buf_4" \
    postSynthSeqShare_pct 0 \
    min_path_type "in -> out" \
    grt_max_degree 43 \
    initial_core_util_pct 18.12 \
    critPathArrivalTime_ps 4910 \
    status "complete, no violations" \
    setup_viol 0 \
    layout.area.comb_um2 2412 \
    crit_buf_inv 4 \
    routabilityCongestion 0.9280 \
    die_h_um 141 \
    fillers 1401 \
    p_sw_share_pct 32.46 \
    flops 0 \
    wl_um 16600 \
    finalInstanceArea_um2 5610 \
    dp_hpwl_um 13240 \
    worst_pin_slew_ps 887.7 \
    postLayoutCoreUtil_pct 38.90 \
    placed_area_um2 5610 \
    hold_viol 0 \
    ant_nets 0 \
    power_density_nw_per_um2 44.39 \
    vias 3836 \
    fmax_mhz 145.1 \
    first_global_vias 4197 \
    ys_cells 301 \
    grt_pass1_wl_um 24800 \
    fin_crit_ps 6890 \
    crit_path_end_kind "output port" \
    combinationalPowerShare_pct 100.0 \
    p_switching_mw 0.08085 \
    cts_hold_buf 0 \
    num-clock-buffers 0 \
    cts_setup_buffers 0 \
    syn_avg_cell_area_um2 8.684 \
    dieWidth_um 141 \
    antenna_found_initial 0 \
    p_seq_share_pct 0 \
    final_layout_size_suffix_gt1_share_pct 18.18 \
    tool_warnings 32 \
    period_used_pct 69.60 \
    drtIter0Drc 136 \
    critPathKind "in -> out" \
    syn_inst 301 \
    p_total_mw 0.2491 \
    path_cells "buf_2 > buf_4 > and2b_1 > buf_4 > a221oi_1 > o221ai_1 > clkdlybuf4s50_1" \
    cp-start-kind "input port" \
    io_buffers 291 \
    cpLargestDelayFamily "buffers and inverters" \
    synth.distinct_cells 19 \
    wl_per_cell_um 22.28 \
    syn_to_final_growth_pct 114.6 \
    antenna_cells 0 \
    p_leak_nw 1.961 \
    rows 44 \
    rsz0062_at_grt "no" \
    drc_errors 0 \
    yosys_area_um2 2614 \
    setup_tns_ps 0 \
    post_cts_resize_count 0 \
    dp_cells 745 \
    drv_cap 0 \
    drv_slew 0 \
    vias_per_cell 5.149 \
    syn-cell-area_um2 2614 \
    grt_usage_pct 15.41 \
    pwr-share-clk_pct 0 \
    p_int_mw 0.1682 \
    relSlewSlack_pct 40.76 \
    regArea_um2 0 \
    slowest_delay_ps 550 \
    critPathMaxFanout 40 \
    crit_path_frequent_cell "buf_4" \
]
-- cell type report --
class | instances | share of cell area (%)
Multi-Input combinational cell | 260 | 43.00
Inverter | 2 | 0.1338
Timing Repair Buffer | 299 | 52.77
Tap cell | 184 | 4.103
-- cells in the mapped netlist (2+ instances only) --
cell      count  area share, %
o221ai_1     32             11
and2_1       32            7.7
mux2_4       29             17
buf_4         2           0.57
nand2_1      33            4.7
a221oi_2     29             17
a31oi_1      32            7.7
clkbuf_1     22            3.2
mux2_2       29             12
buf_2        10            1.9
a221oi_1     35             12
buf_6         4            1.7
mux2_1        6            2.6
-- stage by stage --
stage,setup slack [ps],hold WS (ps)
5_1_grt,2861,4960
4_1_cts,3026,4931
3_3_place_gp,3094,4934
3_5_place_dp,3027,4930
6_report,3010,4919
2_1_floorplan,5048,4023
-- power groups by stage --
stage,Combinational [mW],Clock (mW),Sequential (mW)
final,0.249,0,0
after global routing,0.266,0,0
after CTS,0.252,0,0
-- per-layer routing --
layer,part of all wire [%],track usage [%]
met1,38,18.06
met2,48,27.12
met3,11,5.080
met4,1.7,2.228
met5,0,0
-- cell families after synthesis --
family / synth area share [%]
mux: 31.74
compound gates: 46.77
simple gates: 13.55
buf+inv: 7.946
-- layout by cell type, fill, tap and decap left out, drive strengths merged --
cell             n
nand2           33
clkdlybuf4s50  288
and2b            2
inv              2
and2            32
mux2            64
o221ai          32
a221oi          64
nor3b            1
a31oi           32
buf             11
-- final timing paths --
check	end	startpoint	slack, ps	cells past startpoint
setup / recovery	out[21]	s1	3010	7
hold / removal	out[30]	i4[30]	4920	4
Power figures rest on the tool's default switching activity, not on a simulated workload.
